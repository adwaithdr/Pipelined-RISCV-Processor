==> flow/design.v <==
module Instruction_memory(rst,A,RD);
  input rst;
  input [31:0]A;
  output [31:0]RD;
  reg [31:0] mem [1023:0];
  assign RD = (rst == 1'b0) ? {32{1'b0}} : mem[A];
  initial begin
	mem[0] = 32'hFFC4A303;
  end
endmodule
module adder(a,b,s);
   input logic [31:0]a,b;
	output logic [31:0]s;
	assign s=a+b;
endmodule
module fetch_cycle(clk,rst,pctare,pcsrc,instrd,pcd,pcplus4D);
     input logic clk,rst;
	  input logic [31:0]pctare;
	  input logic pcsrc;
	  output logic [31:0]pcd,pcplus4D;
	  output logic [31:0]instrd;
	  logic [31:0]pcf,pcfplus;
	  logic [31:0]pcplus4f;
	  logic [31:0]instrf;
	  logic [31:0]pcd_reg,pcplus4D_reg;
      logic [31:0]instrd_reg;
	  pc_mux pm(.i1(pctare),
	         .i0(pcplus4f),
				.s0(pcsrc),
				.o(pcfplus));
	  adder adpc(.a(pcf),
	             .b(32'h0000004),
					 .s(pcplus4f));
     pc_counter pc(.clk(clk),
	                .rst(rst),
						 .pc(pcf),
						 .pc_next(pcfplus));
	 Instruction_memory im(.rst(rst),
	                    .A(pcf),
							  .RD(instrf));
	always_ff@(posedge clk) begin
	   if (rst==1'b1) begin
	    instrd_reg<=instrf;
		 pcd_reg<=pcf;
		 pcplus4D_reg<=pcplus4f;
	end
	  else begin
	     instrd_reg<=32'h00000000;
		 pcd_reg<=32'h00000000;
		 pcplus4D_reg<=32'h00000000;
		 end
	end
	 always_comb begin
	   if (rst==1'b1) begin
		    pcd=pcd_reg;
			 pcplus4D=pcplus4D_reg;
			 instrd=instrd_reg;
			 end
		  else  begin
		 instrd =32'h00000000;
		 pcd =32'h00000000;
		 pcplus4D =32'h00000000;
		 end
		end
endmodule
module pc_counter(clk,rst,pc,pc_next);
    input logic clk,rst;
	 output logic [31:0]pc;
	 input logic [31:0]pc_next;
	 always_ff@(posedge clk) begin
	     if(rst==1'b0)
		       pc<=32'b0;
		  else
		       pc<=pc_next;
		end
endmodule
module pc_mux #(parameter n =32)(i1,i0,s0,o);
  input logic [n-1:0]i1,i0;
  output logic [n-1:0]o;
  input logic s0;
   always_comb begin
	  if (s0 == 0)
	        o=i0;
	  else
	       o=i1;
	end
endmodule
==> flow/run.sh <==
#!/bin/bash
# OpenROAD 26Q1-2900-gdf79404cd8, Yosys 0.63+post, stock flow scripts
make -C /OpenROAD-flow-scripts/flow DESIGN_CONFIG=/design/flow/config.mk WORK_HOME=/design/flow/orfs finish
==> flow/config.mk <==
export PLATFORM = sky130hd
export DESIGN_NAME = fetch_cycle
export DESIGN_NICKNAME = fetch_cycle
export VERILOG_FILES = /design/flow/design.v
export SDC_FILE = /design/flow/constraint.sdc
export NUM_CORES = 4
export LEC_CHECK = 1
export CORE_UTILIZATION = 30
export SYNTH_MEMORY_MAX_BITS = 65536
==> flow/constraint.sdc <==
current_design fetch_cycle

set clk_period 4.2
set clk_io_pct 0.2

create_clock -name clk0 -period $clk_period [get_ports {clk}]

set non_clock_inputs [all_inputs -no_clocks]
set_input_delay [expr $clk_period * $clk_io_pct] -clock clk0 $non_clock_inputs
set_output_delay [expr $clk_period * $clk_io_pct] -clock clk0 [all_outputs]
==> results_tabular.tex <==
% Implementation results table
\begin{tabular}{lr}
\hline
Metric & Value \\
\hline
\multicolumn{2}{l}{\textbf{Timing}} \\
\quad Total negative slack & 0 ns \\
\quad Final period demand of the worst path & 2.94 ns \\
\quad Max Transition Viols Final & 0 \\
\quad Setup ws final & 1.26 ns \\
\quad Setup violators final & 0 \\
\quad Count of final hold-check violations & 0 \\
\quad Remaining max-slew budget at the tightest pin & 42.4\% \\
\quad Least-Margin Pin Slew & 0.859 ns \\
\quad Fmax & 340 MHz \\
\quad Share of the cycle needed by the critical path after routing & 69.9\% \\
\quad Post-Route Skew & 0.00872 ns \\
\quad Setup repair after global routing missed its margin & false \\
\multicolumn{2}{l}{\textbf{CTS}} \\
\quad Clock buffer depth & 2 \\
\quad H-tree levels & 3 \\
\quad \# clock sinks & 95 \\
\quad Root Driver & clkbuf\_16 \\
\quad Cts hold-fix bufs & 0 \\
\quad Source-to-sink clock delay at the later pin of the worst-skew pair & 0.33 ns \\
\quad Gates resized, CTS repair & 0 \\
\quad Buffers inserted during post-CTS setup optimization & 0 \\
\quad Number of CTS-inserted buffers & 9 \\
\quad Clock tree from TritonCTS & yes \\
\quad Clock transition at the registers of the reported paths & 0.06 ns \\
\multicolumn{2}{l}{\textbf{Job}} \\
\quad Number of warnings in the stage logs & 25 \\
\quad Maximum capacitance violations & 0 \\
\multicolumn{2}{l}{\textbf{Layout}} \\
\quad Synthesis-to-layout area growth & 34.2\% \\
\quad Commonest non-fill, non-tap cells in the layout & clkdlybuf4s50\_1, and2\_1, dfxtp\_1 \\
\quad Post-route non-filler standard cell count & 697 \\
\quad Share of layout cells above drive strength 1 & 5.52\% \\
\quad Commonest non-fill, non-tap cell in the layout & clkdlybuf4s50\_1 \\
\quad Final core area utilization & 42.0\% \\
\quad MI comb area & 0.00181 sq mm \\
\quad Footprint of the flip-flops and latches & 0.00190 sq mm \\
\quad \# fillers & 1,240 \\
\multicolumn{2}{l}{\textbf{Critical path}} \\
\quad Slack of the worst reg-to-reg path & 1.83 ns \\
\quad Biggest cell delay along the critical path & 0.47 ns \\
\quad Launch instance of the worst register-to-register path & pc.pc[2]\$\_SDFF\_PN0\_ \\
\quad CP Data Arrival Time & 2.10 ns \\
\quad Type of the setup path with the least slack & input port to output port \\
\quad Crit path required time & 3.36 ns \\
\quad Peak fanout along the critical path & 73 \\
\quad CP cell instances & buf\_2 > buf\_4 > and2\_1 > clkdlybuf4s50\_1 \\
\quad Cell count of the worst reg-to-reg path & 5 \\
\quad Worst Setup Start Kind & input port \\
\quad Critical Path End Type & output port \\
\quad Reg2reg end & pcplus4D\_reg[26]\$\_SDFF\_PN0\_ \\
\quad Slowest-stage cell, CP & clkdlybuf4s50\_1 \\
\multicolumn{2}{l}{\textbf{Global routing}} \\
\quad Vias in the first global route & 2,930 \\
\quad Global-route wire length before repair & 14,800 microns \\
\quad Maximum number of pins on one net before global-route repair & 74 \\
\quad Antenna violations before repair & 0 \\
\quad Overall global routing resource usage & 13.3\% \\
\quad Total global routing overflow & 0 \\
\multicolumn{2}{l}{\textbf{Outcome}} \\
\quad Outcome & finished clean \\
\multicolumn{2}{l}{\textbf{Routing}} \\
\quad Vias after detailed routing & 3,122 \\
\quad Mean number of vias per cell & 4.48 \\
\quad Number of nets still failing antenna checks after routing & 0 \\
\quad DRT iter0 DRCs & 126 \\
\quad Antenna Cells & 0 \\
\quad Number of iterations in the first detailed-routing pass & 4 \\
\quad Detail-routed net length per standard cell & 12.9 microns \\
\quad Final routed wirelength across all metal layers & 8960 microns \\
\quad DRC errors left & 0 \\
\multicolumn{2}{l}{\textbf{Synthesis}} \\
\quad Number of instances in the synthesized netlist & 436 \\
\quad Main area contributors & dfxtp\_1, and2\_1, buf\_4 \\
\quad Synthesized cell area & 0.00403 sq mm \\
\quad Average cell area after synthesis & 9.25 sq um \\
\quad Yosys reg bits & 95 \\
\quad Register share after synthesis & 47.2\% \\
\quad Fraction of synthesized cell area taken by the top area cell type & 47.2\% \\
\quad Cell count in the Yosys report & 436 \\
\quad Area leader, netlist & dfxtp\_1 \\
\quad Post-synth cell types & 38 \\
\quad Yosys stat area & 0.00403 sq mm \\
\quad Yosys warning total & 4 \\
\multicolumn{2}{l}{\textbf{Placement}} \\
\quad GPL Wtd Cong & 0.795 \\
\quad IO buf count & 115 \\
\quad Minimum setup slack after placement & 1.24 ns \\
\quad Number of placed cells counting well taps & 681 \\
\quad Half-perimeter wire length of the detailed placement result & 5910 microns \\
\multicolumn{2}{l}{\textbf{Die}} \\
\quad Width of the die & 118 microns \\
\quad Core area & 0.0129 sq mm \\
\quad Std cell rows & 41 \\
\quad Starting density of the core & 31.3\% \\
\quad Die Ht & 118 microns \\
\quad I/O pin total & 131 \\
\quad Overall die area & 0.0139 sq mm \\
\multicolumn{2}{l}{\textbf{Hold path}} \\
\quad End point of the most critical hold path & pcplus4D\_reg[0]\$\_SDFF\_PN0\_ \\
\quad Hold Path Class & register to register \\
\quad Number of cells on the worst hold path & 1 \\
\quad Launch instance of the worst min-delay path & pc.pc[0]\$\_SDFFE\_PN0P\_ \\
\multicolumn{2}{l}{\textbf{Pwr}} \\
\quad Pwr dens & 364 mW/mm\^{}2 \\
\quad IR Drop Worst-Case VDD & 156 uV \\
\quad Static Leakage & 2.04 nW \\
\hline
\end{tabular}
## logic make-up (layout without fill, tap and decap cells)
group | count (synthesis) | in the layout | share of synthesized area, %
other cells | 1 | 15 | 0.0930
buf+inv | 65 | 140 | 9.34
mux | 3 | 3 | 0.745
flops | 95 | 95 | 47.2
fa+ha+maj | 1 | 1 | 0.310
xor+xnor | 11 | 11 | 2.39
simple gates | 177 | 177 | 26.7
compound gates | 83 | 83 | 13.3
## final cells by class
class / count / share of cell area [%]
timing repair buffer: 119 / 21.7
tap: 172 / 3.98
clock inverter: 5 / 1.09
multi-input combinational: 290 / 33.4
clock buffer: 11 / 4.30
inverter: 5 / 0.347
sequential: 95 / 35.2
## power by group
| group | leakage (nW) | internal (W) | switching, W | total, W |
|---|---|---|---|---|
| Sequential | 0.783 | 0.000952 | 0.0000317 | 0.000984 |
| Clock | 0.136 | 0.000462 | 0.000336 | 0.000798 |
| Combinational | 1.12 | 0.000118 | 0.0000695 | 0.000188 |
| Total | 2.04 | 0.00153 | 0.000438 | 0.00197 |
## cells in the mapped netlist, drive strengths merged
master  number
or2          1
xor2         2
and3         4
dfxtp       95
inv          4
nand4        7
ha           1
buf         35
and2       103
clkinv       1
o21ai       24
o311a        2
a21oi       16
or4         11
nor4         1
o21ba        5
o21a         3
nand3       11
and4         4
a31oi       15
nand2       10
nand2b       5
or3          6
o211a        5
clkbuf      25
nor3         1
o31a         1
conb         1
a211oi       1
nor2        13
xnor2        9
mux2i        3
o31ai       11
## worst max-delay path by stage
stage	to	start
CTS	pcd[29]	rst
global route	pcplus4D[26]	rst
finish	pcd[29]	rst
## through the flow
step	instance area [sq um]	hold slack (ns)	total power (W)
2_1_floorplan	4080	0.429	0.00110
3_3_place_gp	5120	0.439	0.00119
3_5_place_dp	5120	0.440	0.00119
4_1_cts	5410	0.456	0.00199
5_1_grt	5410	0.475	0.00206
6_report	5410	0.460	0.00197
## layer usage
layer | wire, microns | track usage (%)
met1 | 4460 | 21.2
met4 | 89 | 1.36
met2 | 3910 | 19.6
met3 | 508 | 2.57
met5 | 0 | 0
## critical path: cells and delay by family
family | cells | cell delay [ns]
buf+inv | 3 | 0.99
simple gates | 1 | 0.24
Power figures rest on the tool's default switching activity, not on a simulated workload.
