File: /design/flow/design.v
module alu_decoder(funct3,funct7,
                 op5,aluop,
					  alucontrol);
			input logic [2:0]funct3;
		input logic [6:0]funct7;
		input logic [1:0]aluop;
		input logic op5;
		output logic [2:0]alucontrol;
		assign alucontrol = (aluop == 2'b00) ? 3'b000 :
		                    (aluop == 2'b01) ? 3'b001 :
								  (aluop == 2'b10 && ({op5,funct7[5]}!== 2'b11) && funct3==3'b000) ? 3'b000 :
								  (aluop == 2'b10 && funct3 ==3'b000 && {op5,funct7[5]} == 2'b11) ? 3'b001 :
								  (aluop == 2'b10 && funct3 == 3'b010) ? 3'b101 :
								  (aluop == 2'b10 && funct3 == 3'b110) ? 3'b011:
								  (aluop == 2'b10 && funct3 == 3'b111) ? 3'b010: 3'b000;
endmodule
module controlunit(opcode,funct3,funct7,
                   regwrite,resultsrc,
						 memwrite,branch,
						 alucontrol,alusrc,immsrc);
	input logic [6:0]opcode;
	input logic [2:0]funct3;
	input logic [6:0]funct7;
	output logic branch;
	output logic regwrite,memwrite,alusrc;
	output logic [2:0]alucontrol;
    output logic [1:0]immsrc,resultsrc;
	 logic [1:0]aluop;
     main_decoder md(.opcode(opcode),.resultsrc(resultsrc),.immsrc(immsrc),
             .memwrite(memwrite),
				 .regwrite(regwrite),.alusrc(alusrc),.aluop(aluop),
				 .branch(branch)); 
	  alu_decoder ad(.funct3(funct3),.funct7(funct7),
                 .op5(opcode[5]),.aluop(aluop),
					  .alucontrol(alucontrol));
	endmodule
module decode_cycle(clk,rst,instrd,pcd,pcplus4d,
                  regwriteE,regwriteW,reslw,resultsrcE,
						memwriteE,branchE,jumpE,alucontrolE,
						alusrcE,rd1E,rd2E,pce,rdE,immextE,
						pcplus4e,rs1E,rs2E,rdw);
	input logic [31:0]instrd,pcplus4d; 
	input logic [31:0]pcd;
	input logic rst,clk;
	input logic regwriteW;
	input logic [4:0]rdw;
	output logic [4:0]rdE,rs1E,rs2E;
	input logic [31:0]reslw;
	output logic regwriteE,branchE,jumpE;
	output logic [1:0]resultsrcE;
	output logic memwriteE,alusrcE;
	output logic [2:0]alucontrolE;
	output logic [31:0] rd1E,rd2E;
	output logic [31:0] immextE;
	output logic [31:0] pce,pcplus4e;
	logic regwrite_r,branch_r;
	logic memwrite_r,alusrc_r;             
	logic [2:0]alucontrol_r;
	logic [31:0]rd1_r,rd2_r;
	logic [31:0]immext_r,pcplus4_r,pcd_r;
	logic [4:0]rd_r,rs1_r,rs2_r;
	logic [1:0]resultsrc_r;
	logic regwrite_D,branch_D;
	logic [1:0]resultsrc_D;
	logic memwrite_D,alusrc_D;            
    logic [1:0]immsrc_D;   
    logic [31:0]rd1_d,rd2_d;    
    logic [31:0]immext_D;                                                      	
	logic [2:0]alucontrol_D;
	logic we3;
	controlunit cu(.opcode(instrd[6:0]),.funct3(instrd[14:12]),.funct7(instrd[31:25]),
                   .regwrite(regwrite_D),.resultsrc(resultsrc_D),
						 .memwrite(memwrite_D),.branch(branch_D),
						 .alucontrol(alucontrol_D),.alusrc(alusrc_D),.immsrc(immsrc_D));
	 register_file rf(.A1(instrd[19:15]),.A2(instrd[24:20]),.rst(rst),
	                  .A3(rdw),.WD3(reslw),.clk(clk),.WE3(regwriteW),
							.RD1(rd1_d),.RD2(rd2_d));
	sign_extend se(.Instrd(instrd[31:0]),.Immsrc(immsrc_D),.Immextd(immext_D));
	always_ff@(posedge clk)begin
	     if (rst==1'b1) begin
		     regwrite_r<=regwrite_D;
			  resultsrc_r<=resultsrc_D;
			  memwrite_r<=memwrite_D;
			  branch_r<=branch_D;
			  alucontrol_r<=alucontrol_D;
			  alusrc_r<=alusrc_D;
			  rd1_r<=rd1_d;
			  rd2_r<=rd2_d;
			  rs1_r<=instrd[19:15];
			  rs2_r<=instrd[24:20];
			  immext_r<=immext_D;
			  pcplus4_r<=pcplus4d;
			  rd_r<=instrd[11:7];
			  pcd_r<=pcd;
			 end
			else   begin
		     regwrite_r<=0;
			  resultsrc_r<=0;
			  memwrite_r<=0;
			  branch_r<=0;
			  alucontrol_r<=0;
			  alusrc_r<=0;
			  rd1_r<=0;
			  rd2_r<=0;
			  rs1_r<=0;
			  rs2_r<=0;
			  immext_r<=0;
			  pcplus4_r<=0;
			  rd_r<=0;
			  pcd_r<=0;
			 end
	end
	always_comb  begin
	  regwriteE = regwrite_r;
	  resultsrcE = resultsrc_r;
	  memwriteE = memwrite_r;
	  branchE = branch_r;
	  alucontrolE = alucontrol_r;
	  alusrcE = alusrc_r;
	  rd1E = rd1_r;
	  rd2E = rd2_r;
	  rs1E = rs1_r;
	  rs2E = rs2_r;
	  rdE = rd_r;
	  immextE = immext_r;
	  pcplus4e = pcplus4_r;
	  pce = pcd_r;
	 end
endmodule
module main_decoder(opcode,resultsrc,immsrc,
             memwrite,
				 regwrite,alusrc,aluop,
				 branch); 
	  input logic [6:0]opcode;
	  output logic memwrite,regwrite,alusrc,branch;
	   output logic [1:0]aluop,resultsrc,immsrc;
		always_comb begin
		   if (opcode == 7'b0000011) begin
			      regwrite= 1;
					immsrc=2'b00;
					alusrc=1;
					memwrite=0;
					resultsrc=2'b01;
					branch=0;
					aluop=2'b00;
					end
			 else if (opcode == 7'b0100011) begin
			      regwrite= 0;
					immsrc=2'b01;
					alusrc=1;
					memwrite=1;
					resultsrc=0;
					branch=0;
					aluop=2'b00;
					end
			 else if (opcode == 7'b0110011) begin
			      regwrite= 1;
					immsrc=2'b00;
					alusrc=0;
					memwrite=0;
					resultsrc=0;
					branch=0;
					aluop=2'b10;
					end
			 else  begin
			      regwrite= 0;
					immsrc=2'b10;
					alusrc=0;
					memwrite=0;
					resultsrc=0;
					branch=1;
					aluop=2'b01;
					end
			 end
	endmodule
module register_file(A1,A2,A3,WD3,clk,rst,WE3,RD1,RD2);
     input logic [4:0]A1,A2,A3;
	  input logic clk,rst;
	  logic [31:0]regfile[31:0]; 
	  input logic WE3;
	  input logic [31:0]WD3;
	  output logic [31:0]RD1,RD2;
	  assign RD1 = (rst == 1) ? regfile[A1]:32'b0;
	  assign RD2 = (rst == 1) ? regfile[A2]:32'b0;
	  always_ff@(posedge clk) begin
			if (rst) begin
			   regfile[9]<=32'd412;
				end
			else if (WE3)
			    regfile[A3]<=WD3;
		end
endmodule
module sign_extend(Instrd,Immsrc,Immextd);
       input logic [31:0]Instrd;
		 output logic [31:0]Immextd;
		 input logic [1:0]Immsrc;
		 always_comb begin
		    if (Immsrc == 2'b00 ) begin
			      Immextd ={{20{Instrd[31]}},Instrd[31:20]};
					end
			 else if (Immsrc == 2'b01) begin
			       Immextd ={{20{Instrd[31]}},Instrd[31:25],Instrd[11:7]};
					 end
			  else begin
			        Immextd = 32'b0;
					  end
			end
endmodule
File: /design/flow/run.sh
#!/bin/bash
# OpenROAD 26Q1-2900-gdf79404cd8, Yosys 0.63+post, stock flow scripts
make -C /OpenROAD-flow-scripts/flow DESIGN_CONFIG=/design/flow/config.mk WORK_HOME=/design/flow/orfs finish
File: /design/flow/config.mk
export PLATFORM = sky130hd
export DESIGN_NAME = decode_cycle
export DESIGN_NICKNAME = decode_cycle
export VERILOG_FILES = /design/flow/design.v
export SDC_FILE = /design/flow/constraint.sdc
export NUM_CORES = 4
export LEC_CHECK = 1
export CORE_UTILIZATION = 50
File: /design/flow/constraint.sdc
current_design decode_cycle

set clk_period 4.9
set clk_io_pct 0.2

create_clock -name clk0 -period $clk_period [get_ports {clk}]

set non_clock_inputs [all_inputs -no_clocks]
set_input_delay [expr $clk_period * $clk_io_pct] -clock clk0 $non_clock_inputs
set_output_delay [expr $clk_period * $clk_io_pct] -clock clk0 [all_outputs]
==> flow_results.org <==
* Implementation run

** Floorplan
- Area of the die :: approximately 100000 um2
- Area of the core :: between 100000 and 150000 um2
- Once the floorplan was initialized, standard cells occupied roughly half of the core.
- Core Rows :: between 100 and 150
- According to the I/O placement log, the pin count is approximately 320.
- In this run the vertical extent of the chip is roughly 320 um.
- The horizontal die dimension reported for this design is 322.7 um.

** Power
- Proportion of power drawn by the clock network :: 43.5%
- Combinational logic burns 6.8% of the power.
- The analysis reports a worst IR drop on VDD of 0.2981 mV.
- Power density of the placed cells :: 368.3 nW/um2
- Internal Dissipation :: about 18 mW
- Leakage :: 17.70 nW
- Per the OpenROAD power report, switching power amounts to 4.804 mW.
- Overall power consumption after layout is estimated at between 20 and 25 mW.
- Sequential fraction of design power :: just under 50%
- The script computed the net switching share of total power as 21.32%.

** Min path
- Launch point of the worst hold path :: rst
- Worst hold path class :: input port to flip-flop

** GRT
- Initial antenna violation count :: 6
- Global Route met1 Usage :: ~43%
- The first global-routing pass estimated 214400 um of wire.
- Summed over all routing layers, the global router reports a total usage of about 33%.
- For met3 alone, demand over resource in global routing was roughly a quarter.
- The number of global-route vias before repair came to ~32000.
- For this run the aggregate overflow at the end of global routing stands at 0.
- Entering global routing, the biggest net connects a little over 90 pins.
- Met2 Resource Use GR :: between 40% and 50%
- Grt peak-use layer :: met2

** Logic synthesis
- Yosys mapped a number of flops with a built-in enable equal to approximately 1000.
- The number of cells reported by Yosys stat comes to 2598.
- The synthesized design contains approximately 1200 register bits.
- Most frequently used flop master after synthesis :: sky130_fd_sc_hd__edfxtp_1
- Warnings reported by Yosys during synthesis add up to 5.
- Async set-reset flop share out of synthesis :: 0%
- In this run the cell area of the synthesized design comes to 51420 um2.
- In the Yosys stats the netlist draws on 35 distinct library cells.
- Synthesized area per cell :: between 15 and 20 um2
- Share of synthesized area occupied by flip-flops and latches :: around two thirds
- According to the Yosys statistics, the synthesized design has a chip area of 51420 um2.
- Cells after synthesis :: about 2600

** Critical path
- For flop-to-flop paths, the worst setup slack is between 2 and 3 ns.
- CP endpoint kind :: flip-flop
- Start of the worst register-to-register path :: rf.regfile[29][0]$_DFFE_PP_
- Data required time of the worst path :: ~5.5 ns
- Worst setup path category :: input port to flip-flop
- Largest fanout of any net on the critical path :: 31
- The worst setup path is launched from an input port.
- Tracing the worst setup path back leads to its startpoint at instrd[18].
- Critical path arrival :: 3.94 ns

** Final timing
- RSZ-0062 raised after global routing :: no
- Final cycle utilization of the critical path :: approximately 67%
- The worst path meets setup with ~1.6 ns of slack.
- The transition time recorded at the tightest slew-check pin is between 0.9 and 1 ns.
- Final Setup Violations :: 0
- The worst path in the final design needs a cycle of approximately 3.3 ns, including I/O delays and setup.
- The highest clock rate this design can be run at is a little over 0.3 GHz.
- Worst-case hold slack :: between 0.6 and 0.7 ns
- Endpoints failing hold in the final report were tallied at 0.
- Setup tns final :: 0 ns
- Number of pins exceeding their max-slew limit in the final report :: 0
- Across the routed clock network, the largest skew measured is roughly 0.021 ns.
- Per the slew report, the remaining headroom to the max-slew limit stands at about 39%.

** Drt
- First-pass DRT Iterations :: 5
- Dividing the detail-routed wire length by the instance count gives between 30 and 40 um.
- Number of DRC markers in iteration 0 :: about 1500
- Count of nets left with antenna violations after detail routing :: 0
- Remaining design rule violation count :: 0
- DR vias/cell :: roughly 6.4
- Vias after detailed routing :: approximately 29000
- Routed Wire Length :: 147700 um

** Clock tree
- Inserted Clock Buffers :: between 100 and 150
- In this run the clock root is driven by a sky130_fd_sc_hd__clkbuf_16.
- The number of clock sinks came to around 1200.
- CTS tree :: done
- CTS max path bufs :: 3
- Per the post-CTS timing run, clock transition at the registers of the reported paths is roughly 0.060 ns.
- Clock latency at the later pin of the worst-skew pair :: approximately 0.74 ns
- Post-CTS repair changed the size of 0 cells.
- The H-tree was split into 4 levels.
- Post-CTS Repair Setup Buffers :: 0
- After clock tree synthesis, the flow added hold-fix buffers numbering 0.

** Cells and area
- The area growth from synthesis to layout is 18.98%.
- Share of layout cells above drive strength 1 :: 31.23%

** Flow run
- Number of warnings in the stage logs :: 26
- Across the run, the number of max-cap violations was 0.

** Place
- Worst-case setup slack after placement :: approximately 0.97 ns
- Routability-driven placement finished with a final weighted congestion of ~1.
- Detailed placer's ending HPWL :: roughly 94000 um
- IO buf count :: around 320

** Run status
- Result of the run :: finished, final reports clean
-- worst max-delay path, cell delays in order --
cell                              delay (ns)
sky130_fd_sc_hd__clkdlybuf4s50_1        1.07
sky130_fd_sc_hd__nand2b_2               0.67
sky130_fd_sc_hd__or2_2                  0.22
sky130_fd_sc_hd__buf_4                  0.49
sky130_fd_sc_hd__o221ai_1               0.25
sky130_fd_sc_hd__nor3_1                 0.24
-- metal layers --
layer	up-vias	routed length, um
met5	-	299
met4	16	4169
met3	236	28120
met2	2176	68750
met1	14326	46380
li1	11760	-
-- power by group through the flow --
stage / clock [mW] / combinational, mW / sequential [mW]
4_1_cts: 9.97 / 1.54 / 11.2
5_1_grt: 10.3 / 1.64 / 11.2
6_report: 9.79 / 1.53 / 11.2
-- state kept, by name (all words and copies together) (netlist names) --
signal	count
rf.regfile	1024
pcd_r	32
pcplus4_r	32
rd1_r	32
rd2_r	32
immext_r	12
rd_r	5
rs1_r	5
rs2_r	5
alucontrol_r	3
alusrc_r	1
branch_r	1
memwrite_r	1
regwrite_r	1
resultsrc_r	1
-- synthesized netlist by cell type (2+ instances only) --
library cell | n | area [um2]
sky130_fd_sc_hd__mux4_2 | 512 | 11530
sky130_fd_sc_hd__nand2b_1 | 11 | 68.82
sky130_fd_sc_hd__nor2b_1 | 68 | 425.4
sky130_fd_sc_hd__mux2_2 | 63 | 709.4
sky130_fd_sc_hd__nand3_1 | 6 | 30.03
sky130_fd_sc_hd__dfxtp_1 | 163 | 3263
sky130_fd_sc_hd__o2bb2ai_1 | 63 | 551.8
sky130_fd_sc_hd__a22oi_1 | 5 | 37.54
sky130_fd_sc_hd__a211oi_1 | 63 | 473.0
sky130_fd_sc_hd__a31oi_1 | 3 | 18.77
sky130_fd_sc_hd__inv_1 | 6 | 22.52
sky130_fd_sc_hd__edfxtp_1 | 1024 | 30750
sky130_fd_sc_hd__o22ai_1 | 63 | 394.1
sky130_fd_sc_hd__o221ai_1 | 63 | 551.8
sky130_fd_sc_hd__nor2_1 | 42 | 157.7
sky130_fd_sc_hd__buf_6 | 6 | 67.56
sky130_fd_sc_hd__clkbuf_1 | 101 | 379.1
sky130_fd_sc_hd__nand2_1 | 6 | 22.52
sky130_fd_sc_hd__or3_1 | 2 | 12.51
sky130_fd_sc_hd__buf_4 | 60 | 450.4
sky130_fd_sc_hd__or2_2 | 6 | 37.54
sky130_fd_sc_hd__nor3_1 | 67 | 335.3
sky130_fd_sc_hd__buf_2 | 43 | 215.2
sky130_fd_sc_hd__a21oi_1 | 2 | 10.01
sky130_fd_sc_hd__mux2i_1 | 5 | 50.05
sky130_fd_sc_hd__buf_1 | 24 | 90.09
sky130_fd_sc_hd__and2_1 | 113 | 706.9
-- through the flow --
stage / cell area [um2] / std cells / utilization [%]
floorplan: 51420 / 2599 / -
CTS: 61170 / 4426 / 60.04
global placement: 56890 / 4192 / 55.83
finish: 61170 / 4427 / 60.04
detailed placement: 56890 / 4192 / 55.83
global route: 61170 / 4426 / 60.04
-- layout make-up --
cell class,instances,area [um2]
sequential,1187,34010
multi-input combinational,1172,16450
antenna,1,2.502
tap,1368,1712
inverter,6,22.52
clock inverter,50,531.8
clock buffer,184,3754
timing repair buffer,459,4687
fill,7115,40710
-- layout by cell type, fill, tap and decap left out, types with 2 or more instances in the layout --
| cell | instances |
|---|---|
| sky130_fd_sc_hd__a22oi_1 | 5 |
| sky130_fd_sc_hd__conb_1 | 2 |
| sky130_fd_sc_hd__a21oi_1 | 2 |
| sky130_fd_sc_hd__inv_1 | 6 |
| sky130_fd_sc_hd__clkbuf_8 | 6 |
| sky130_fd_sc_hd__nor3_1 | 67 |
| sky130_fd_sc_hd__nand3_1 | 6 |
| sky130_fd_sc_hd__clkbuf_16 | 141 |
| sky130_fd_sc_hd__or3_1 | 2 |
| sky130_fd_sc_hd__clkbuf_1 | 36 |
| sky130_fd_sc_hd__edfxtp_1 | 1024 |
| sky130_fd_sc_hd__a211oi_1 | 63 |
| sky130_fd_sc_hd__o2bb2ai_1 | 63 |
| sky130_fd_sc_hd__nor2_4 | 32 |
| sky130_fd_sc_hd__buf_6 | 2 |
| sky130_fd_sc_hd__nand2_1 | 4 |
| sky130_fd_sc_hd__clkdlybuf4s50_1 | 311 |
| sky130_fd_sc_hd__nand2b_2 | 4 |
| sky130_fd_sc_hd__o22ai_1 | 63 |
| sky130_fd_sc_hd__bufinv_16 | 11 |
| sky130_fd_sc_hd__nand2b_1 | 7 |
| sky130_fd_sc_hd__nand2_2 | 2 |
| sky130_fd_sc_hd__mux4_2 | 512 |
| sky130_fd_sc_hd__buf_8 | 4 |
| sky130_fd_sc_hd__buf_12 | 34 |
| sky130_fd_sc_hd__buf_4 | 108 |
| sky130_fd_sc_hd__clkinv_1 | 12 |
| sky130_fd_sc_hd__a31oi_1 | 2 |
| sky130_fd_sc_hd__mux2_2 | 63 |
| sky130_fd_sc_hd__nor2b_1 | 67 |
| sky130_fd_sc_hd__clkinv_2 | 20 |
| sky130_fd_sc_hd__mux2i_1 | 5 |
| sky130_fd_sc_hd__o221ai_1 | 63 |
| sky130_fd_sc_hd__inv_6 | 3 |
| sky130_fd_sc_hd__or2_2 | 6 |
| sky130_fd_sc_hd__nor2_1 | 10 |
| sky130_fd_sc_hd__clkinvlp_4 | 2 |
| sky130_fd_sc_hd__and2_1 | 113 |
| sky130_fd_sc_hd__dfxtp_1 | 163 |
-- worst paths after layout --
check | to | depth (start not counted)
worst max-delay path | rd1_r[22]$_SDFF_PN0_ | 6
worst max register to register | rd1_r[0]$_SDFF_PN0_ | 4
worst min register to register | rd1_r[25]$_SDFF_PN0_ | 3
worst min-delay path | rd1_r[12]$_SDFF_PN0_ | 3
-- logic make-up (layout without fill, tap and decap cells) --
logic type      Yosys count  after routing  synth area share [%]
buf+inv                 240            699                 2.382
flops                  1187           1187                 66.15
mux                     580            580                 23.90
simple gates            325            325                 3.553
other cells               1              3              0.007293
compound gates          265            265                 4.005
Power figures rest on the tool's default switching activity, not on a simulated workload.
