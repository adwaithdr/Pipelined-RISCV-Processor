==> design.v <==
module data_memory(clk,rst,WE,WD,A,RD);
    input clk,rst,WE;
    input [31:0]A,WD;
    output [31:0]RD;
    reg [31:0] mem [1023:0];
    always @ (posedge clk)
    begin
        if(WE)
            mem[A] <= WD;
    end
    assign RD = (~rst) ? 32'd0 : mem[A];
    initial begin
        mem[408] = 32'd10;
    end
endmodule
module memory_cycle(clk,rst,regwriteM,memwriteM,resultsrcM,
                     aluresultM,writedataM,rdM,pcplus4m,
							regwriteW,resultsrcW,aluresultW,
							readdataW,rdW,pcplus4w);
	input clk,rst;
	input logic regwriteM,memwriteM;
	input logic [1:0] resultsrcM;
	input logic [31:0] aluresultM,writedataM,pcplus4m;
	input logic [4:0] rdM;
	output logic regwriteW;
	output logic [1:0] resultsrcW;
	output logic [31:0] aluresultW,readdataW,pcplus4w;
	output logic [4:0] rdW;
	logic [31:0] readdataM;
   logic regwrite_r;
	logic [1:0] resultsrc_r;
   logic [31:0] aluresult_r,readdata_r,pcplus4_r;
	 logic [4:0] rdW_r;
	 data_memory dm(.clk(clk),.rst(rst),.A(aluresultM),.WD(writedataM),.WE(memwriteM),
	                  .RD(readdataM));
	 always_ff @(posedge clk) begin
	   if (rst == 1'b1) begin
	    regwrite_r <= regwriteM;
		 resultsrc_r <= resultsrcM;
		 aluresult_r <= aluresultM;
		 readdata_r <= readdataM;
		 rdW_r <= rdM;
		 pcplus4_r <= pcplus4m;
		 end
		else begin
		 regwrite_r <= 0;
		 resultsrc_r <= 0;
		 aluresult_r <= 0;
		 readdata_r <= 0;
		 rdW_r <= 0;
		 pcplus4_r <= 0;
		   end
	end
	   always_comb begin
		  regwriteW = regwrite_r;
		  resultsrcW = resultsrc_r;
		  aluresultW = aluresult_r;
		  readdataW = readdata_r;
		  rdW =  rdW_r;
		  pcplus4w = pcplus4_r;
		 end
endmodule
==> run.sh <==
#!/bin/bash
# OpenROAD 26Q1-2900-gdf79404cd8, Yosys 0.63+post, stock flow scripts
make -C /OpenROAD-flow-scripts/flow DESIGN_CONFIG=/design/flow/config.mk WORK_HOME=/design/flow/orfs finish
==> config.mk <==
export PLATFORM = sky130hd
export DESIGN_NAME = memory_cycle
export DESIGN_NICKNAME = memory_cycle
export VERILOG_FILES = /design/flow/design.v
export SDC_FILE = /design/flow/constraint.sdc
export NUM_CORES = 4
export LEC_CHECK = 1
export CORE_UTILIZATION = 30
export SYNTH_MEMORY_MAX_BITS = 65536
==> constraint.sdc <==
current_design memory_cycle

set clk_period 104.4
set clk_io_pct 0.2

create_clock -name clk0 -period $clk_period [get_ports {clk}]

set non_clock_inputs [all_inputs -no_clocks]
set_input_delay [expr $clk_period * $clk_io_pct] -clock clk0 $non_clock_inputs
set_output_delay [expr $clk_period * $clk_io_pct] -clock clk0 [all_outputs]
==> impl_metrics.csv <==
group,metric,value,unit
timing,tightest_slew,1561,ps
drt,dr.pass1.iters,6,
synth,syn_area,1249000,µm²
floorplan,fp.dieW,2.043,mm
job,warning_count,52,
grt,grt_overflow_total,0,
grt,grt_first_pass_wirelength,5423,mm
clocking,h-tree-depth,8,
grt,antenna_found_initial,323,
clocking,numCtsBuffers,3209,
timing,hold_viol_final,0,
placed_design,gp_congestion,0.9347,
timing,slew_viol_final,17,
synth,flop_cell,"edfxtp_1",
power_and_ir_drop,p_seq_share,53.9,%
worst_setup_path,crit_family,"buffers and inverters",
synth,ys_warn_count,2,
synth,syn_avg_cell_area,19.01,µm²
clocking,ctsHoldBuffers,0,
power_and_ir_drop,pwr-share-clk,41.3,%
drt,wl_per_cell,31.11,µm
timing,period_used_share,30.28,%
worst_setup_path,rr_worst_depth,6,
drt,ant_nets,0,
power_and_ir_drop,swShare,21.80,%
power_and_ir_drop,peakVddDrop,0.01874,mV
synth,synthArstFlopShare,0,%
floorplan,rows,749,
synth,syn_inst,65720,
timing,finalSetupViolCount,0,
grt,grt_max_degree,130,
cells_and_area,seqCellArea,986100,µm²
worst_setup_path,critPathCaptureType,"flip-flop",
job,drv_cap,3,
worst_setup_path,critPathKind,"input port to flip-flop",
cells_and_area,final-comb-area,254800,µm²
worst_hold_path,hold_start,"dm.mem[9][29]",
drt,vias,654600,
worst_setup_path,cp.depth,22,
timing,fin_ws,72790,ps
outcome,status,"complete, but fails checks",
floorplan,chipHeight,2.043,mm
floorplan,dieArea,4172000,µm²
clocking,cts.path.max_buffers,7,
synth,area_leaders,"edfxtp_1 (79%), mux2i_1 (11%), o22ai_1 (3.1%), mux4_2 (1.8%), mux2_2 (0.78%)",
placed_design,dp_cells,121300,
worst_setup_path,crit_path_top_delay_cell,"nand4_1",
cells_and_area,drive_above_1_share,16.12,%
placed_design,port_buffers,210,
worst_setup_path,crit_required,106000,ps
drt,drc,0,
worst_setup_path,r2r_setup_slack,99210,ps
power_and_ir_drop,p_int,21.07,mW
worst_setup_path,slowest_delay,1000,ps
cells_and_area,final_util,34.80,%
worst_setup_path,cp-startpoint,"aluresultM[1]",
synth,synth_seq_share,78.94,%
timing,fin_setup_tns,0,ps
synth,yosysMostFrequentCell,"edfxtp_1",
drt,wl_met1,1134,mm
worst_setup_path,r2r-start,"dm.mem[547][30]",
synth,ys_seq_elements,32870,
cells_and_area,fillers,379900,
worst_setup_path,worst-path-buf-inv,15,
synth,common_cells,"edfxtp_1 (32.77k), mux2i_1 (13.50k), o22ai_1 (6,157)",
timing,finClkSkew,228.9,ps
grt,grt_usage,19.95,%
cells_and_area,syn_to_final_growth,15.81,%
cells_and_area,stdcell_count,128100,
clocking,cts_resized,0,
timing,relSlewSlack,-4.345,%
worst_setup_path,cp_cell_sequence,"buf_16 > buf_4 > buf_4 > buf_4 > buf_4 > buf_4 > buf_4 > buf_4 > buf_4 > buf_12 > buf_12 > buf_4 > buf_4 > mux2i_1 > o22ai_1 > nor4_1 > nand3_1 > nand4_1 > buf_4 > nand4_1 > buf_4 > o41a_1",
worst_hold_path,min_path_type,"flip-flop to flip-flop",
drt,routed_wirelength,3985,mm
power_and_ir_drop,p_sw,5.874,mW
clocking,cts_tree,"yes",
worst_setup_path,worstSetupStartpointType,"input port",
drt,highest_layer,"met5",
worst_setup_path,crit_fanout,88,
synth,netlist.top_cell.by_area,"edfxtp_1",
outcome,violations,"max-capacitance violations, max-slew violations",
worst_setup_path,crit_top_cell,"buf_4",
timing,period_needed,31610,ps
grt,grt_pass1_vias,677700,
power_and_ir_drop,p_per_area,18.63,nW/µm²
synth,yosys_area,1249000,µm²
worst_setup_path,rr_endpoint,"readdata_r[30]",
drt,vias_per_cell,5.111,
drt,dr_wl_met3,818.0,mm
worst_setup_path,cp-endpoint,"readdata_r[11]",
clocking,cts_post_setup_buffers_inserted,0,
synth,ys_cells,65720,
timing,rsz0062_at_grt,"false",
synth,top_area_share,78.77,%
timing,fmax,31.64,MHz
worst_hold_path,holdPathStages,6,
clocking,root_buffer,"clkbuf_16",
clocking,cts_sinks,32870,
floorplan,io_pins,211,
clocking,cts.clk_slew.worst_paths,60,ps
power_and_ir_drop,totalPowerFinal,26.95,mW
power_and_ir_drop,leakage,474.4,nW
worst_setup_path,cp_data_arrival_time,33210,ps
placed_design,dpl.hpwl,2405,mm
clocking,clk_latency,1740,ps
placed_design,post-place-ws,71290,ps
drt,wl_met2,1748,mm
synth,yosysUniqueCellTypes,66,
synth,synth-edff-count,32770,
floorplan,fp_util,30.05,%
power_and_ir_drop,p_comb_share,4.8,%
drt,drt_iter0_markers,45850,
floorplan,core,4156000,µm²
state kept, by name, summed over array words and instances, names as in the netlist:
| register | flops |
|---|---|
| regwrite_r | 1 |
| dm.mem | 32768 |
| rdW_r | 5 |
| resultsrc_r | 2 |
| aluresult_r | 32 |
| pcplus4_r | 32 |
| readdata_r | 32 |
power by group through the flow:
stage / Combinational [mW] / Sequential (mW) / Clock, mW
6_report: 1.29 / 14.5 / 11.1
5_1_grt: 1.35 / 14.5 / 11.7
4_1_cts: 1.28 / 14.5 / 11.3
metrics by stage:
stage               hold slack (ps)  area [µm²]
finish                        960.0     1447000
global placement              957.6     1344000
CTS                           948.5     1444000
detailed placement            939.0     1344000
global route                   1047     1446000
floorplan                     756.3     1249000
worst register-to-register path, cell delays in order (launching register included):
cell and delay [ps]:
edfxtp_1 360, mux4_2 490, a211oi_1 700, nand3_1 290, o211ai_1 970, nand4_1 1370
o41a_2 960
cell type report:
cell class	instances	share of cell area, %
Tap cell	55200	4.774
Timing Repair Buffer	4312	2.377
Inverter	2	0.0008649
Antenna cell	961	0.1662
Multi-Input combinational cell	28930	17.62
Clock inverter	1796	1.072
Clock buffer	4004	5.826
Sequential cell	32870	68.17
cell usage in the layout (no fill, tap or decap), types with 35 or more instances in the layout:
| cell | synthesis | layout |
|---|---|---|
| nor2_4 | 0 | 1033 |
| a311o_1 | 61 | 61 |
| buf_8 | 0 | 35 |
| clkbuf_16 | 0 | 3248 |
| mux4_2 | 1024 | 1024 |
| and2_1 | 78 | 74 |
| clkbuf_1 | 1736 | 738 |
| diode_2 | 0 | 961 |
| nor4_2 | 0 | 64 |
| clkinv_16 | 0 | 55 |
| bufinv_16 | 0 | 193 |
| clkinv_1 | 1 | 793 |
| o21ai_1 | 2 | 54 |
| buf_4 | 117 | 4002 |
| o22ai_1 | 6157 | 6157 |
| clkdlybuf4s50_1 | 0 | 167 |
| dfxtp_1 | 104 | 95 |
| o2111ai_1 | 44 | 44 |
| a22oi_1 | 236 | 235 |
| clkinv_2 | 0 | 564 |
| clkinvlp_4 | 0 | 57 |
| a211oi_1 | 126 | 126 |
| nor3_1 | 745 | 735 |
| nand3_1 | 639 | 634 |
| mux2_2 | 863 | 863 |
| nand2_1 | 287 | 222 |
| a31oi_1 | 209 | 208 |
| mux2i_1 | 13500 | 13500 |
| edfxtp_1 | 32770 | 32770 |
| a221oi_1 | 116 | 116 |
| nand4_1 | 177 | 177 |
| inv_6 | 0 | 49 |
| o21ai_0 | 818 | 757 |
| buf_12 | 0 | 100 |
| a21oi_1 | 873 | 843 |
| clkinv_8 | 0 | 43 |
| nor2_1 | 1652 | 617 |
| nor4_1 | 1034 | 969 |
| nand2_4 | 0 | 58 |
| o211ai_1 | 151 | 151 |
how the worst min path moves through the flow:
stage,to,slack (ps)
4_1_cts,readdata_r[29],950
5_1_grt,readdata_r[29],1050
6_report,readdata_r[29],960
kinds of logic after synthesis:
family,share of synthesized area [%]
simple gates,1.831
flops,78.94
mux,13.44
buf+inv,1.400
compound gates,4.388
layer usage:
metal  track usage, %  up-vias
met4            10.48      354
met3            18.65     7713
met1            18.59   324900
met2            28.26    44360
li1                 -   277200
met5            3.126        -
Power is estimated from default activity; no workload was simulated.
